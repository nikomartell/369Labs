==> flow/design.v <==
`timescale 1ns / 1ps
module ex_mem (
    input clk,
    input reset,
    input [31:0] alu_result,
    input [31:0] read_data2,  
    input [4:0] regdst,  
    input [31:0] pc_in,
    output reg [31:0] alu_result_out,
    output reg [31:0] read_data2_out,
    output reg [4:0] regdst_out,  
    output reg [31:0] pc_out, 
    input regwrite,  
    input memwrite, 
    input memread, 
    input [1:0] memtoreg,
    input [5:0] ALU_op,
    output reg regwrite_out, 
    output reg memwrite_out,
    output reg memread_out, 
    output reg [1:0] memtoreg_out,
    output reg [5:0] ALU_op_out
);
initial begin 
        alu_result_out <= 32'b0;
        read_data2_out <= 32'b0;
        regdst_out <= 5'b0;  
        pc_out <= 32'b0;
        memread_out <= 1'b0;
        memwrite_out <= 1'b0;
        memtoreg_out <= 2'b0;
        regwrite_out <= 1'b0;
        ALU_op_out <= 5'b0;
end
always @(posedge clk or posedge reset) begin
    if (reset) begin
        alu_result_out <= 32'b0;
        read_data2_out <= 32'b0;
        regdst_out <= 5'b0;  
        pc_out <= 32'b0;
        memread_out <= 1'b0;
        memwrite_out <= 1'b0;
        memtoreg_out <= 2'b0;
        regwrite_out <= 1'b0;
        ALU_op_out <= 5'b0;
    end else begin
        alu_result_out <= alu_result;
        read_data2_out <= read_data2;
        regdst_out <= regdst;
        pc_out <= pc_in;
        memread_out <= memread;
        memwrite_out <= memwrite;
        memtoreg_out <= memtoreg;
        regwrite_out <= regwrite;
        ALU_op_out <= ALU_op;
    end
end
endmodule
==> flow/run.sh <==
#!/bin/bash
# OpenROAD 26Q1-2900-gdf79404cd8, Yosys 0.63+post, stock flow scripts
make -C /OpenROAD-flow-scripts/flow DESIGN_CONFIG=/design/flow/config.mk WORK_HOME=/design/flow/orfs finish
==> flow/config.mk <==
export PLATFORM = sky130hd
export DESIGN_NAME = ex_mem
export DESIGN_NICKNAME = ex_mem
export VERILOG_FILES = /design/flow/design.v
export SDC_FILE = /design/flow/constraint.sdc
export NUM_CORES = 4
export LEC_CHECK = 1
export CORE_AREA = 10 10 150 150
export DIE_AREA = 0 0 160 160
==> flow/constraint.sdc <==
current_design ex_mem

set clk_period 1.0
set clk_io_pct 0.2

create_clock -name clk0 -period $clk_period [get_ports {clk}]

set non_clock_inputs [all_inputs -no_clocks]
set_input_delay [expr $clk_period * $clk_io_pct] -clock clk0 $non_clock_inputs
set_output_delay [expr $clk_period * $clk_io_pct] -clock clk0 [all_outputs]
==> Changelog: implementation <==
### Physical design

* Outcome: finished with violations
* Failing checks: setup timing
* Final std cells w/o fill at 620
* Num CTS Buffers at 9
* TritonCTS clock tree: yes
* I/O Buffers at 225
* Int Power at 7.26 mW
* Synth Seq Share at 0.999
* CORE AREA at 19400 um2
* Syn. warnings at 1
* Worst path bufs/invs at 1
* Die extent in x at 160 um
* WL/cell at 14.3 um
* H-Tree Depth at 3
* First-pass GRT wire length at 13300 um
* Crit-path cells: buf_2
* Total wire length at 8860 um
* Critical path's top delay family: flip-flops
* Synth cell count leaders: dfrtp_1, inv_1
* Lkg Pwr at 2.35 nW
* XOR Share, Synth at 0
* Syn_area_per_cell at 24.8 um2
* Fill cells at 2026
* Net switching power at 1.89 mW
* DR iter-0 viols at 43
* Clock slew at reported path FFs at 0.08 ns
* Comb area at 0 um2
* Antenna diodes at 0
* Number of logic gates at 0
* Vias per std cell at 2.93
* HP Class: in2reg
* Slowest-stage cell, CP: dfrtp_1
* Power per Cell Area at 1770 nW/um2
* RSZ-0062 raised after global routing: true
* Fp util at 0.145
* Final Setup Violations at 112
* Yosys top cell by area: dfrtp_1
* Top-count cell post-synth: dfrtp_1
* Netlist cell types at 2
* Fmax at 0.965 GHz
* Post-synthesis adder-cell area fraction at 0
* Max stage delay on crit path at 0.37 ns
* Number of global-route vias before repair at 2072
* HPWL after DPL at 7340 um
* Worst setup margin at -0.0358 ns
* Synth Register Bits at 112
* Total gr overflow at 0
* Ao+oa area frac at 0
* Initial antenna violation count at 0
* MUX share of area at 0
* Post-synthesis cell area at 2810 um2
* Max-cap violations at 0
* 1st-pass router iterations at 2
* Top cells, area: dfrtp_1, inv_1
* Final instance area at 5170 um2
* DIE AREA at 25600 um2
* Minimum clock period at 1.04 ns
* Yosys cell count at 113
* Critical Path Fanout Max at 1
* Post-CTS Setup Bufs at 0
* Net Sw Frac at 0.207
* Finished Core Util at 0.267
* # rows at 51
* Startpoint Class: flip-flop
* Part of the power in the clock network at 0.394
* Hold Vio Cnt, Final at 0
* Simple share at 0
* Slew Limit Fails at 0
* Routed vias at 1818
* Clk root buf: clkbuf_16
* Slew headroom at 0.795
* Count of library flops with an enable pin at 0
* Mapped Cells at 113
* Post-Place Cells at 605
* Top FF cell, synth: dfrtp_1
* Worst endpoint required time at 0.80 ns
* Log Warnings at 31
* Placed Area at 5430 um2
* Clk sinks at 112
* Arrival @ worst endpoint at 0.84 ns
* Ys async rst share at 1.00
* Gr usage total at 0.0671
* Die H at 160 um
* Crit path kind: reg2out
* Final period utilization at 1.04
* Antenna Nets Post-Route at 0
* Seq pwr share at 0.524
* Crit end category: output port
* Top non-seq family: buffers and inverters
* Num ports at 226
* Combinational share of power at 0.081
* Worst-case clock buffer depth at 2
* Gpl congestion at 0.754
* Area share, top type at 0.999
* Final setup TNS at -1.92 ns
* Area grow syn2layout at 84.4%
* Worst slack, placed at -0.0198 ns
* Max IR drop VDD at 0.00101 V
* Largest net degree at the start of global routing at 59
* Share of cells above drive strength 1 at 0.366
* Area reported by Yosys stat at 2810 um2
* Least-Margin Pin Slew at 0.308 ns
* Drt drc at 0
## per-stage QoR
| stage | hold slack [ns] | total power, mW |
|---|---|---|
| CTS | 0.252 | 9.37 |
| detailed placement | 0.648 | 5.90 |
| finish | 0.277 | 9.15 |
| global route | 0.256 | 9.62 |
| global placement | 0.644 | 5.89 |
| floorplan | 0.231 | 4.91 |
## power groups by stage
stage,clock (mW),sequential [mW],combinational [mW]
6_report,3.61,4.80,0.746
5_1_grt,3.98,4.82,0.822
4_1_cts,3.79,4.80,0.776
## cells by family after synthesis
kind of cell           Yosys count
flip-flops                     112
buffers and inverters            1
## state kept, by name, summed over array words and instances (netlist names)
name,cells
ALU_op_out,6
alu_result_out,32
memread_out,1
memtoreg_out,2
memwrite_out,1
pc_out,32
read_data2_out,32
regdst_out,5
regwrite_out,1
## final timing paths
kind,from,slack [ns],cells past startpoint,end
max,read_data2_out[29],-0.04,1,read_data2_out[29]
min,read_data2[12],0.28,1,read_data2_out[12]
max in group asynchronous,reset,0.43,3,read_data2_out[22]
min in group asynchronous,reset,0.29,3,pc_out[7]
## what timing repair did
| item | 4_1_cts | 5_1_grt |
|---|---|---|
| endpoints found under the setup margin | 112 | 112 |
| pin swaps | 0 | 0 |
| resized | 357 | 0 |
| hold buffers | 0 | 0 |
## final cells by class
class | count | area [um2] | area share
clock buffers | 9 | 225 | 0.0435
clock inverters | 6 | 76.3 | 0.0147
inverters | 1 | 7.51 | 0.00145
flip-flops and latches | 112 | 2800 | 0.542
well taps | 265 | 332 | 0.0641
repair buffers | 227 | 1730 | 0.335
## layer usage
layer | part of all wire | vias up | GRT usage
met5 | 0 | - | 0
met4 | 0.025 | 0 | 0.0150
met3 | 0.14 | 12 | 0.0415
met2 | 0.49 | 128 | 0.109
met1 | 0.35 | 858 | 0.0734
li1 | - | 820 | -
## cell usage in the layout, fill, tap and decap left out
cell	Yosys	layout
dfrtp_1	112	112
buf_12	0	2
clkinvlp_4	0	1
bufinv_16	0	1
inv_8	0	1
clkbuf_16	0	9
inv_6	0	1
clkinv_4	0	3
buf_2	0	112
clkdlybuf4s50_1	0	113
Power figures rest on the tool's default switching activity, not on a simulated workload.
