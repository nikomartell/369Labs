File: design/flow/run.sh
#!/bin/bash
# OpenROAD 26Q1-2900-gdf79404cd8, Yosys 0.63+post, stock flow scripts
make -C /OpenROAD-flow-scripts/flow DESIGN_CONFIG=/design/flow/config.mk WORK_HOME=/design/flow/orfs finish
File: design/flow/config.mk
export PLATFORM = sky130hd
export DESIGN_NAME = ExecutePhase
export DESIGN_NICKNAME = ExecutePhase
export VERILOG_FILES = /design/flow/design.v
export SDC_FILE = /design/flow/constraint.sdc
export NUM_CORES = 4
export LEC_CHECK = 1
export CORE_UTILIZATION = 30
File: design/flow/constraint.sdc
current_design ExecutePhase

set clk_period 34.9
set clk_io_pct 0.2

create_clock -name clk0 -period $clk_period

set non_clock_inputs [all_inputs -no_clocks]
set_input_delay [expr $clk_period * $clk_io_pct] -clock clk0 $non_clock_inputs
set_output_delay [expr $clk_period * $clk_io_pct] -clock clk0 [all_outputs]
File: design/flow/design.v
`timescale 1ns / 1ps
module ALU32Bit(ALUControl, A, B, Shamt, ALUResult, Zero);
	input [3:0] ALUControl;  
	input signed [31:0] A, B;	     
	input [4:0] Shamt;
	output reg [31:0] ALUResult;	 
	output reg Zero;	     
    always @(ALUControl, A, B, Shamt) begin
        case (ALUControl)  
            0: begin 
                ALUResult <= A + B;  
            end
            1: begin 
                ALUResult <= A - B;  
            end
            2: begin 
                ALUResult <= A & B;  
            end
            3: begin
                ALUResult <= (A | B);  
            end
            4: begin 
		        ALUResult <= ~(A | B);  
            end
            5: begin 
                ALUResult <= A ^ B;  
            end 
            6: begin 
		    ALUResult <= B << (Shamt);  
            end
            7: begin 
		    ALUResult <= B >> (Shamt);  
            end
	        8: begin 
		        ALUResult <= A * B;  
	        end 
            9: begin
		        ALUResult <= (A < B) ? 1 : 0;  
	        end 
	        default: begin
	           ALUResult <= 0;
	        end
        endcase
    end
    always @(ALUResult) begin 
        if (ALUResult == 0) begin 
            Zero <= 1;
        end
        else begin 
            Zero <= 0;
        end
    end
endmodule
`timescale 1ns / 1ps
module ALUController(OpCode, Function,  ALUControl);
    input [5:0] OpCode;
    input [5:0] Function;
    output reg [3:0] ALUControl;
    always @(OpCode, Function) begin
        case (OpCode)
            6'b000000: begin
                case (Function)
                    6'b000000: ALUControl <= 6;  
                    6'b000010: ALUControl <= 7;  
                    6'b101010: ALUControl <= 9;  
                    6'b100101: ALUControl <= 3;  
                    6'b100111: ALUControl <= 4;  
                    6'b100110: ALUControl <= 5;  
                    6'b100000: ALUControl <= 0;  
                    6'b100010: ALUControl <= 1;  
                    6'b100100: ALUControl <= 2;  
                    default: ALUControl <= 0;
                endcase
            end
            6'b011100: ALUControl <= 8;  
            6'b001100: ALUControl <= 2;  
            6'b001000: ALUControl <= 0;  
            6'b100011: ALUControl <= 0;  
            6'b101011: ALUControl <= 0;  
            6'b101000: ALUControl <= 0;  
            6'b100001: ALUControl <= 0;  
            6'b100000: ALUControl <= 0;  
            6'b101001: ALUControl <= 0;  
            6'b001101: ALUControl <= 3;  
            6'b001110: ALUControl <= 5;  
            6'b001010: ALUControl <= 9;  
            default: ALUControl <= 0;
        endcase
    end
endmodule
`timescale 1ns / 1ps
module ExecutePhase(
    input [31:0] reg_data1_in,  
    input [31:0] reg_data2_in,  
    input [31:0] sign_ext_offset_in,  
    input [4:0] rd_in,  
    input [4:0] rt_in,  
    input [4:0] rs_in,  
    input [5:0] ALUop,  
    input [4:0] Shamt_in,  
    input [5:0] Func_in,
    input [4:0] RegDst_ex_mem,
    input [4:0] RegDst_mem_wb,
    input [31:0] Ex_Mem_Data,
    input [31:0] Mem_Wb_Data,
    input alusrc_in,
    input [1:0] regdst_in,
    input [3:0] aluop_in,
    input RegWrite_ex_mem,
    input RegWrite_mem_wb,
    output [31:0] ALU_result,
    output wire [31:0] ReadData2_mux_out,
    output [4:0] regdst
    );
    wire [3:0] ALU_control;
    wire [31:0] ALU_src_out;
    wire zero;
    wire [1:0] ReadData1_mux;
    wire [1:0] ReadData2_mux;
    wire [31:0] ReadData1_mux_out;
    ALUController ALUCntrlr(ALUop, Func_in, ALU_control);
    ForwardingUnit Fwrd(
        .Rs(rs_in),
        .Rt(rt_in),
        .RegDst_ex_mem(RegDst_ex_mem),
        .RegDst_mem_wb(RegDst_mem_wb),
        .RegWrite_ex_mem(RegWrite_ex_mem),
        .RegWrite_mem_wb(RegWrite_mem_wb),
        .ReadData1_mux(ReadData1_mux),
        .ReadData2_mux(ReadData2_mux)
    );
    Mux32Bit3To1 ReadData1(
        .inB(reg_data1_in),
        .inA(Mem_Wb_Data),
        .inC(Ex_Mem_Data),
        .sel(ReadData1_mux),
        .out(ReadData1_mux_out)
    );
    Mux32Bit3To1 ReadData2(
        .inB(reg_data2_in),
        .inA(Mem_Wb_Data),
        .inC(Ex_Mem_Data),
        .sel(ReadData2_mux),
        .out(ReadData2_mux_out)
    );
    Mux32Bit2To1 ALUsrc(ALU_src_out, sign_ext_offset_in, ReadData2_mux_out, alusrc_in);
    ALU32Bit ALU(ALU_control, ReadData1_mux_out, ALU_src_out, Shamt_in, ALU_result, zero);
    Mux5Bit3To1 RegDst(rt_in, rd_in, 5'b11111, regdst_in, regdst);
endmodule
`timescale 1ns / 1ps
module ForwardingUnit(
    input [4:0] Rs,
    input [4:0] Rt, 
    input [4:0] RegDst_ex_mem,
    input [4:0] RegDst_mem_wb,
    input RegWrite_ex_mem,
    input RegWrite_mem_wb,
    output reg [1:0] ReadData1_mux,  
    output reg [1:0] ReadData2_mux   
    );
    always @(*) begin 
        ReadData1_mux <= 0;
        ReadData2_mux <= 0;
        if (RegWrite_ex_mem && (Rs != 0) && (Rs == RegDst_ex_mem)) begin 
            ReadData1_mux <= 2;
        end
        else if (RegWrite_mem_wb && (Rs != 0) && (Rs == RegDst_mem_wb)) begin 
            ReadData1_mux <= 1;
        end
        if (RegWrite_ex_mem && (Rt != 0) && (Rt == RegDst_ex_mem)) begin 
            ReadData2_mux <= 2;
        end
        else if (RegWrite_mem_wb && (Rt != 0) && (Rt == RegDst_mem_wb)) begin 
            ReadData2_mux <= 1;
        end
    end
endmodule
`timescale 1ns / 1ps
module Mux32Bit2To1(out, inA, inB, sel);
    output reg [31:0] out;
    input [31:0] inA;
    input [31:0] inB;
    input sel;
    always @(inA or inB or sel) begin 
        if(sel)
            out = inA;
        else 
            out = inB;
    end
endmodule
module Mux32Bit3To1(out, inA, inB, inC, sel);
    output reg [31:0] out;
    input [31:0] inA;
    input [31:0] inB;
    input [31:0] inC; 
    input [1:0] sel;
   always @(*) begin
    case (sel)
        2'b00: out = inB;   
        2'b01: out = inA;   
        2'b10: out = inC;   
        2'b11: out = 32'b0;  
    endcase
    end
endmodule
`timescale 1ns / 1ps
module Mux5Bit3To1(
    input [4:0] inA,
    input [4:0] inB,
    input [4:0] inC,
    input [1:0] sel,
    output reg [4:0] out
 );
    always @(inA, inB, inC, sel) begin 
        case(sel) 
            0: begin
                out <= inB;
            end
            1: begin
                out <= inA;
            end
            2: begin
                out <= inC;
            end
            default: begin
                out <= 0;
            end
        endcase
    end
endmodule
==> impl_metrics.env <==
# source this file to load flow results
export IMPL_startpoint="rt_in[3]"
export IMPL_hold_path_class="in -> out"
export IMPL_vias_per_cell=5.49
export IMPL_power_density_mw_per_mm2=217
export IMPL_slowest_delay_ns=0.83
export IMPL_ff_latch_area_um2=0
export IMPL_synthesis_area_mm2=0.0264
export IMPL_layout_cells_non_filler=4600
export IMPL_p_int_uw=2670
export IMPL_top_area_cell="fa_1"
export IMPL_worstMarginPinSlew_ns=1.04
export IMPL_period_minus_slack_ns=25.63
export IMPL_ys_chip_area_mm2=0.0264
export IMPL_overflow=0
export IMPL_rows=108
export IMPL_core_area_mm2=0.0869
export IMPL_post_cts_resized=0
export IMPL_grt_pass1_wl_um=169000
export IMPL_endpoint_kind="output port"
export IMPL_grt_max_degree=58
export IMPL_switching_power_uw=3950
export IMPL_grt_setup_unrepaired="no"
export IMPL_avgSynthCellArea_um2=8.07
export IMPL_yosysTopAreaCellShare_pct=31.1
export IMPL_crit_top_cell="fa_1"
export IMPL_postSynthCellCount=3270
export IMPL_vias=25270
export IMPL_criticalPathCategory="in -> out"
export IMPL_hold_viol=0
export IMPL_cts_setup_buffers=0
export IMPL_drc=0
export IMPL_place_inst=4598
export IMPL_required_ns=27.92
export IMPL_setup_viol=0
export IMPL_yosysWarnings=6
export IMPL_maxCapViolCount=0
export IMPL_nFlopsAndLatches=0
export IMPL_status="complete, no violations"
export IMPL_ir_drop_v=0.000677
export IMPL_drt_iter0_markers=1917
export IMPL_fillCellCount=9051
export IMPL_power_leakage_uw=0.0140
export IMPL_crit_path_max_fanout=24
export IMPL_cp_top_family="adder cells"
export IMPL_hold_start="rd_in[1]"
export IMPL_boundaryPins=280
export IMPL_cts_hold_fix_buffers=0
export IMPL_switching_share_pct=59.7
export IMPL_slowest_stage="or4b_1"
export IMPL_tool_warnings=100
export IMPL_cp_start_kind="input pin"
export IMPL_yosysMostFrequentCell="inv_1"
export IMPL_crit_buf_inv=11
export IMPL_die_x_um=299
export IMPL_netlist_cell_type_count=97
export IMPL_first_global_vias=25835
export IMPL_utilization_pct=35.2
export IMPL_chip_area_mm2=0.0891
export IMPL_firstDrtPassIters=5
export IMPL_drtAntennaViolNets=0
export IMPL_wl_per_cell_um=24.7
export IMPL_gr_usage_all_layers_pct=26.5
export IMPL_n_clock_buffer=0
export IMPL_fin_tns_setup_ns=0
export IMPL_slew_headroom_pct=30.3
export IMPL_max_freq_ghz=0.0390
export IMPL_top_cells_by_count="inv_1, nor2_1, fa_1"
export IMPL_synthTopCellsByArea="fa_1, ha_1, inv_1"
export IMPL_yosysCellCount=3270
export IMPL_routed_wl_um=113000
export IMPL_finalMaxSlewViolations=0
export IMPL_ys_seq_share_pct=0
export IMPL_gp_congestion=1.04
export IMPL_hpwl_um=90100
export IMPL_period_used_pct=73.4
export IMPL_fp_util_pct=30.4
export IMPL_synthToLayoutAreaGrowth_pct=15.9
export IMPL_portBuffers=276
export IMPL_layout_drive_gt1_share_pct=8.28
export IMPL_final_comb_area_mm2=0.0236
export IMPL_crit_arrival_ns=18.65
export IMPL_antenna_found_initial=8
export IMPL_dieHeight_um=299
[cell families (layout without fill, tap and decap cells)]
| family | after synthesis | count (layout) | share of synthesized area (%) |
|---|---|---|---|
| buffers and inverters | 741 | 914 | 11.0 |
| AND/OR/NAND/NOR | 1000 | 1000 | 16.2 |
| XOR/XNOR | 117 | 117 | 4.41 |
| multiplexers | 184 | 184 | 10.8 |
| other | 0 | 2 | 0 |
| AND-OR/OR-AND | 571 | 571 | 14.8 |
| adder cells (fa/ha/maj) | 657 | 657 | 42.8 |
[final cells by class]
| class | count | share of cell area (%) |
|---|---|---|
| diodes | 2 | 0.0164 |
| inverters | 528 | 6.49 |
| multi-input cells | 2529 | 77.1 |
| well taps | 1155 | 4.73 |
| repair buffers | 386 | 11.7 |
[per-stage QoR]
stage          setup WS, ns  hold slack (ns)  instance area, um^2  total power, uW
2_1_floorplan         12.13            13.99                26400             4390
3_3_place_gp           9.42            14.89                30600             6500
3_5_place_dp           9.48            14.89                30600             6490
4_1_cts                9.42            14.90                30600             6550
5_1_grt                8.93            14.96                30600             7180
6_report               9.27            14.90                30600             6620
[per-layer routing]
layer / GRT usage, % / share of wire [%]
met5: 0.212 / 0.037
met4: 9.16 / 4.5
met3: 11.8 / 13
met2: 39.9 / 44
met1: 34.1 / 39
[tightest hold or removal path: cells and delay by family]
kind / cells / cell delay (ns)
buffers and inverters: 2 / 0.79
AOI/OAI and AO/OA: 1 / 0.08
and+or+nand+nor: 1 / 0.07
[cells in the final DEF, fill, tap and decap left out, types with 15 or more instances in the layout]
master,instances
a211oi_1,31
a21o_1,21
a21oi_1,134
a221oi_1,21
a31oi_1,44
and2_1,21
buf_4,111
clkdlybuf4s50_1,271
fa_1,410
ha_1,246
inv_1,516
mux2i_1,87
mux4_2,73
nand2_1,312
nand2b_1,15
nand3_1,17
nand4_1,32
nor2_1,479
nor3_1,47
o211ai_1,20
o21ai_0,92
o21bai_1,21
o221ai_1,27
o22ai_1,24
o31ai_1,30
or3_1,18
xnor2_1,89
xor2_1,18
[worst paths after layout]
kind | end | cells after the start
setup / recovery | ALU_result[31] | 37
hold / removal | regdst[1] | 4
Power is estimated from default activity; no workload was simulated.
